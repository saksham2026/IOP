File: flow/design.v
module data_memory(
    input wire clk,
    input wire reset,
    input wire [31:0] address,
    input wire [31:0] write_data,
    input wire write_enable,
    input wire read_enable,
    output reg [31:0] read_data
);
    reg [31:0] memory [0:511];
    integer i;
    always @(posedge clk) begin  
        if (reset == 1'b1) begin
            for (i = 0; i < 512; i = i + 1) begin
                memory[i] <= 8'b0;
            end
        end else if (write_enable == 1'b1) begin
            memory[address] <= write_data;
        end
    end
   always@(address,read_enable)  
            begin
                if(read_enable == 1'b1)
                    begin
                    read_data <= memory[address];
                    end
                else 
                    begin
                    read_data <= 8'bz;
                    end    
            end 
endmodule
File: flow/run.sh
#!/bin/bash
# OpenROAD 26Q1-2900-gdf79404cd8, Yosys 0.63+post, stock flow scripts
make -C /OpenROAD-flow-scripts/flow DESIGN_CONFIG=/design/flow/config.mk WORK_HOME=/design/flow/orfs finish
File: flow/config.mk
export PLATFORM = sky130hd
export DESIGN_NAME = data_memory
export DESIGN_NICKNAME = data_memory
export VERILOG_FILES = /design/flow/design.v
export SDC_FILE = /design/flow/constraint.sdc
export NUM_CORES = 4
export LEC_CHECK = 1
export CORE_UTILIZATION = 40
export SYNTH_MEMORY_MAX_BITS = 65536
File: flow/constraint.sdc
current_design data_memory

set clk_period 193.3
set clk_io_pct 0.2

create_clock -name clk0 -period $clk_period [get_ports {clk}]

set non_clock_inputs [all_inputs -no_clocks]
set_input_delay [expr $clk_period * $clk_io_pct] -clock clk0 $non_clock_inputs
set_output_delay [expr $clk_period * $clk_io_pct] -clock clk0 [all_outputs]
==> impl_metrics.csv <==
group,metric,value,unit
outcome,status,"complete, but fails checks",
outcome,violations,"slew limit",
pwr,powerDensity,9.582,nW/um^2
synth,ys_warn_count,2,
critical_path,start_kind,"input pin",
sta,slew_viol_final,1,
sta,slew_headroom,-8.723,%
grt,grt_pass1_vias,461000,
finish,largest_reg_flops,16380,
pwr,intPower,6.108,mW
placement,hpwl,1567,mm
finish,largest-register,"memory",
synth,async_flop_share,0,%
hold_path,hold_path_depth,2,
cts,htreeDepth,7,
sta,tightest_slew,1.631,ns
critical_path,slowest_stage,"clkdlybuf4s50_1",
sta,rsz0062_at_grt,"no",
drt,drc_errors,0,
sta,fin_hold_ws,37.77,ns
cts,cts_hold_buffers,0,
run,openroad.warnings,191,
critical_path,path_delay_family,"buffers and inverters",
hold_path,min_path_type,"in -> reg",
cts,clock_path_buffers,6,
pwr,p_seq_share,51.7,%
placement,numPortBuffers,76,
synth,ys_seq_share,66.03,%
cts,cts_tree,"done",
hold_path,min_to,"memory[493][2]$_SDFFCE_PN0P_",
sta,fin_tns_setup,0,ns
drt,vias,436000,
drt,ant_nets,0,
critical_path,cp-end-kind,"output pin",
run,drv_cap,0,
die,die_y,1.367,mm
grt,grt_max_degree,212,
critical_path,critPathMaxStageDelay,0.93,ns
finish,area_growth,11.57,%
drt,dr.pass1.iters,6,
cts,cts-root-buf,"clkbuf_16",
die,fp.dieW,1.367,mm
synth,synth_cell_type_count,74,
drt,drt_iter0_drc,31280,
synth,ys.flops,16380,
sta,setup_viol,0,
finish,instances_no_fill,74320,
synth,ff_type,"edfxtp_1",
synth,synth_area,745100,um^2
critical_path,crit_chain,"buf_16 -> buf_4 -> buf_4 -> buf_4 -> buf_4 -> buf_4 -> buf_4 -> buf_4 -> buf_4 -> buf_12 -> buf_4 -> buf_4 -> mux2_2 -> o21ai_0 -> a21oi_1 -> a22oi_1 -> a31oi_1 -> buf_4 -> nor3_1 -> a41oi_1 -> clkdlybuf4s50_1",
drt,vias_per_cell,5.867,
drt,drt-wirelength-per-cell,34.42,um
pwr,p_clk_share,40.6,%
grt,grt_pass1_wl,3544,mm
die,fp.coreArea,1859000,um^2
finish,fillers,154900,
critical_path,crit_arrival,49.79,ns
grt,grt-busiest-layer,"met2",
synth,edf_count,16380,
critical_path,path_max_fanout,83,
synth,postSynthAreaPerCell,15.21,um^2
cts,post_cts_buffers,0,
sta,fin_ws,104.85,ns
die,std_cell_rows,501,
die,dieArea,1868000,um^2
synth,ys_cells,49000,
cts,cts_resized,0,
synth,synth_cells,49000,
grt,grt_util_met1,29.92,%
cts,cts.sinks,16380,
pwr,switching_share,23.32,%
sta,hold_viol_final,0,
pwr,peakVddDrop,9.306,uV
sta,fmax,11.31,MHz
finish,reg_top3,"memory (16384)",
synth,synth-area-yosys,745100,um^2
pwr,combinationalPowerShare,7.6,%
critical_path,crit_type,"in -> out",
sta,period_needed,88.45,ns
grt,overflow,0,
placement,gp_congestion,0.9951,
critical_path,crit_required,154.64,ns
hold_path,worstHoldStart,"write_data[2]",
finish,drive_gt1_share,19.71,%
cts,path_clk_slew,0.06,ns
critical_path,path_buffers,14,
pwr,switchingPower,1.857,mW
pwr,leakage,311.6,nW
sta,fin_crit_sh,45.76,%
placement,dp_slack,105.07,ns
grt,grt_util_met3,26.78,%
placement,placed_cells_incl_taps,70270,
die,io-pin-count,100,
cts,cts_inserted_buffers,1772,
drt,wirelength,2558,mm
die,fp_util,40.08,%
grt,grt_use_total,29.45,%
grt,antenna_found_initial,299,
critical_path,cp_common_cell,"buf_4",
grt,grt_use_met2,39.68,%
metal layers:
metal,vias to the layer above,part of all wire (%)
met1,214200,29
met2,31410,43
met3,5658,21
li1,184400,-
met4,361,6.7
met5,-,0.70
per-stage QoR:
step | area, um^2 | utilization (%) | power, mW
2_1_floorplan | 745100 | - | 4.503
3_3_place_gp | 775100 | 41.69 | 4.773
6_report | 831300 | 44.71 | 7.966
3_5_place_dp | 775100 | 41.69 | 4.787
4_1_cts | 829000 | 44.59 | 7.979
5_1_grt | 830600 | 44.67 | 8.159
worst max-delay path by stage:
stage	startpoint	slack (ns)	depth (start not counted)	to
after CTS	address[1]	105.07	21	read_data[22]
after global routing	address[1]	104.64	21	read_data[22]
final	address[1]	104.85	21	read_data[22]
Yosys cell counts, types with 313 or more instances:
| master | number | share of area (%) |
|---|---|---|
| a21oi_1 | 476 | 0.32 |
| a22oi_1 | 812 | 0.82 |
| and2_1 | 8202 | 6.9 |
| and3_1 | 8235 | 6.9 |
| buf_2 | 678 | 0.46 |
| clkbuf_1 | 5042 | 2.5 |
| edfxtp_1 | 16380 | 66 |
| mux2_2 | 313 | 0.47 |
| mux2i_1 | 1576 | 2.1 |
| mux4_2 | 3425 | 10 |
| nor2_1 | 416 | 0.21 |
| o21ai_0 | 498 | 0.33 |
| o22ai_1 | 588 | 0.49 |
kinds of logic after synthesis:
family,Yosys count,share of synthesized area [%]
AOI/OAI and AO/OA,3219,2.875
buffers and inverters,6123,3.312
DFF,16380,66.03
muxes,5314,12.94
and+or+nand+nor,17960,14.84
power groups by stage:
stage / logic, mW / registers [mW] / clock network [mW]
CTS: 0.596 / 4.12 / 3.26
global route: 0.630 / 4.14 / 3.39
finish: 0.609 / 4.12 / 3.24
layout by cell type, fill, tap and decap left out, types with 165 or more instances in the layout:
cell type / instances
o22ai_1: 588
clkbuf_1: 383
edfxtp_1: 16380
or2_2: 259
a21o_2: 184
clkinv_2: 284
o21ai_0: 474
mux4_2: 3425
nor2_1: 165
and2_1: 8200
nor2_2: 221
buf_4: 2565
clkinv_1: 469
mux2i_1: 1572
diode_2: 917
nand2_1: 281
and3_1: 8233
a21oi_1: 462
a22oi_1: 808
mux2_2: 313
clkbuf_16: 1795
final cells by class:
class                           count  area (um^2)  share of cell area [%]
Clock inverter                    951         7532                  0.9061
Antenna cell                      917         2295                  0.2760
Sequential cell                 16380       492000                   59.18
Clock buffer                     2178        46360                   5.576
Tap cell                        24650        30840                   3.710
Timing Repair Buffer             2690        21180                   2.548
Multi-Input combinational cell  26490       230900                   27.78
Inverter                           55        221.5                 0.02664
Power is estimated from default activity; no workload was simulated.
