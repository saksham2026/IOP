### /design/flow/design.v
module register_file(
    input wire clk,
    input wire reset,
    input wire read_enable,
    input wire [4:0] read_addr1,
    input wire [4:0] read_addr2,
    input wire write_enable,
    input wire [4:0] write_addr,
    input wire [31:0] write_data,
    output reg [31:0] data_out1,
    output reg [31:0] data_out2,
    output wire [31:0] x1,
    output wire [31:0] x2,
    output wire [31:0] x3,
    output wire [31:0] x4
);
    reg [31:0] data [0:31];
    assign x1 = data[1];
    assign x2 = data[2];
    assign x3 = data[3];
    assign x4 = data[4];
    integer i;
    always@(posedge clk or posedge reset) begin
        if(reset == 1'b1) begin
            for (i = 0; i < 32; i = i + 1) begin
                data[i] <= 32'b0;
            end
        end else begin
                if(write_enable == 1'b1) begin
                    data[write_addr] <= write_data;
                end
        end
    end
    always@(*) begin
        if(read_enable == 1'b1) begin
            data_out1 = data[read_addr1];
            data_out2 = data[read_addr2];
        end 
        else 
            begin
            data_out1 = 32'bz;
            data_out2 = 32'bz;
            end
    end 
endmodule
### /design/flow/run.sh
#!/bin/bash
# OpenROAD 26Q1-2900-gdf79404cd8, Yosys 0.63+post, stock flow scripts
make -C /OpenROAD-flow-scripts/flow DESIGN_CONFIG=/design/flow/config.mk WORK_HOME=/design/flow/orfs finish
### /design/flow/config.mk
export PLATFORM = sky130hd
export DESIGN_NAME = register_file
export DESIGN_NICKNAME = register_file
export VERILOG_FILES = /design/flow/design.v
export SDC_FILE = /design/flow/constraint.sdc
export NUM_CORES = 4
export LEC_CHECK = 1
export CORE_UTILIZATION = 50
### /design/flow/constraint.sdc
current_design register_file

set clk_period 8.5
set clk_io_pct 0.2

create_clock -name clk0 -period $clk_period [get_ports {clk}]

set non_clock_inputs [all_inputs -no_clocks]
set_input_delay [expr $clk_period * $clk_io_pct] -clock clk0 $non_clock_inputs
set_output_delay [expr $clk_period * $clk_io_pct] -clock clk0 [all_outputs]
==> qor.csv <==
stage;metric;value;unit
status;status;completed;
floorplan;area of the die;104100;um2
synthesis;post-synthesis cell type with the largest instance count;sky130_fd_sc_hd__mux2_2;
final_timing;number of max-slew violations in the final report;0;
routing;count of TritonRoute iterations in the first routing pass;9;
synthesis;async set-reset flop share out of synthesis;100.0;%
global_routing;pin count of the biggest net entering global routing;122;
pwr;sequential power share;47.6;%
synthesis;top_reg_cell synth;sky130_fd_sc_hd__dfrtp_1;
layout;number of fill cells;8337;
pwr;proportion of power drawn by the clock network;37.1;%
cts;CTS Hold Bufs;0;
floorplan;number of placement rows;117;
synthesis;Seq/Total Area, Yosys;49.83;%
global_routing;first-pass GRT wire length;359600;um
critical_path;peak per-stage delay on the critical path;930;ps
job;stage-log warning count;37;
critical_path;reg-to-reg critical path endpoint;data[3][15];
pwr;leakage dissipation;26.40;nW
cts;number of buffers created by CTS;110;
cts;CTS Buffer Depth;3;
cts;post-CTS setup-driven buffer insertion count;0;
critical_path;Register-to-Register Setup Slack;7430;ps
global_routing;initial antenna violation count;21;
layout;area added between synthesis and finish;17.90;%
final_timing;final worst path period share;90.69;%
final_timing;min cycle time layout;7709;ps
pwr;peak supply drop;0.1833;mV
routing;WL met2;103600;um
routing;sum of routed wire length over all layers;264700;um
floorplan;floorplan die width;322.7;um
pwr;switching fraction of total power;28.34;%
hold_path;terminating pin of the worst hold path;data[12][29];
routing;met3 WL;47340;um
placed_design;I/O Buffers;241;
routing;top layer used by detailed routing;met5;
critical_path;worst endpoint required time;6800;ps
routing;number of nets with antenna violations after detailed routing;0;
cts;TritonCTS clock tree;built;
cts;number of levels the H-tree was split into;3;
synthesis;leading post-synthesis cells by instance count;sky130_fd_sc_hd__mux2_2, sky130_fd_sc_hd__dfrtp_1, sky130_fd_sc_hd__a22oi_1;
cts;clock transition at the register clock pins on the worst setup and hold paths after CTS;60;ps
cts;clock latency at the later pin of the worst-skew pair;720;ps
routing;first-iteration detailed-routing DRC count;5828;
final_timing;final number of setup-violating endpoints;0;
final_timing;Total Neg Setup Slack;0;ps
cts;count of clock tree sinks;1024;
critical_path;category of the critical setup timing path;input port to output pin;
global_routing;Overflow after GRT;0;
routing;routed vias/inst;7.563;
job;number of max-capacitance violations reported;0;
placed_design;RD Place Congestion;1.060;
layout;largest registers ranked by flip-flop count;data x1024;
critical_path;buffer-and-inverter tally for the worst setup path;4;
synthesis;yosys warns;4;
placed_design;Detail Placement HPWL;161800;um
synthesis;synthesized instance count;4391;
layout;register ranked first by flip-flop count;data;
floorplan;Core Footprint;101900;um2
hold_path;class of the tightest hold or removal check;flop to flop;
critical_path;critical path capture point type;output pin;
routing;final routed DRC violation total;0;
synthesis;Yosys Chip Area;51420;um2
critical_path;Top Family by Delay on Critical Path;buffers and inverters;
cts;Root Buffer Master;sky130_fd_sc_hd__clkbuf_16;
routing;met1 layer wirelength in the final routing;90230;um
critical_path;CP max-delay cell;sky130_fd_sc_hd__clkdlybuf4s50_1;
synthesis;cell count in the Yosys report;4391;
global_routing;number of global-route vias before repair;44120;
global_routing;global-route usage over all layers;53.51;%
synthesis;count of cell types in the netlist;63;
layout;Layout Cell Area excl Fill;60630;um2
final_timing;final hold vios;0;
final_timing;worst slew pin tran;1285;ps
final_timing;final setup slack of the worst path;791.3;ps
hold_path;hold path cells;1;
placed_design;instance area after placement;56600;um2
critical_path;sort of element at the start of the critical path;input port;
synthesis;synthesized area;51420;um2
critical_path;startpoint of the worst-slack reg-to-reg timing path;data[3][15];
routing;mean routed wirelength per cell;43.60;um
pwr;total power density per cell area;235.1;nW/um2
synthesis;mean area per synthesized cell;11.71;um2
cts;cells resized by post-CTS repair;0;
hold_path;launch point of the worst hold path;data[12][29];
synthesis;count of library flops with an enable pin;0;
synthesis;number of storage elements in the synthesis netlist;1024;
routing;number of vias in the routed layout;45920;
critical_path;critical-path maximum fanout;13;
critical_path;number of cells on the worst reg-to-reg path;1;
floorplan;vertical die size;322.7;um
final_timing;worst clock skew on the final layout;0;ps
final_timing;peak clock frequency supported by timing;129.7;MHz
pwr;fraction of power consumed by combinational cells;15.3;%
synthesis;portion of synthesized cell area occupied by the leading cell type;49.83;%
pwr;Net Sw Power;0.004038;W
layout;layout cell share with drive strength beyond 1;34.07;%
pwr;internal power component;0.01021;W
placed_design;worst slack at placement;1120;ps
synthesis;cells taking the most area after synthesis;sky130_fd_sc_hd__dfrtp_1, sky130_fd_sc_hd__mux2_2, sky130_fd_sc_hd__a22oi_1;
layout;number of flip-flops in the largest register;1024;
floorplan;I/O pin total;243;
floorplan;Pre-Place Util;50.47;%
final_timing;relative slew slack;14.01;%
synthesis;leading area contributor after synthesis;sky130_fd_sc_hd__dfrtp_1;
critical_path;cell-by-cell listing of the critical path;clkdlybuf4s50_1 -> buf_4 -> nand3b_1 -> nor2_4 -> buf_4 -> a22oi_1 -> nand4_1 -> nor2_1 -> a21oi_1 -> clkdlybuf4s50_1;
final_timing;unrepaired setup endpoints after global routing;no;
pwr;overall power consumption;0.01425;W
critical_path;WP data arrival;6010;ps
## cell usage in the layout, fill, tap and decap left out, types with 19 or more instances in the layout
cell type | Yosys | final
sky130_fd_sc_hd__mux2_2 | 1030 | 1030
sky130_fd_sc_hd__dfrtp_1 | 1024 | 1024
sky130_fd_sc_hd__a22oi_1 | 807 | 807
sky130_fd_sc_hd__nand2_1 | 254 | 240
sky130_fd_sc_hd__clkdlybuf4s50_1 | 0 | 235
sky130_fd_sc_hd__buf_4 | 15 | 233
sky130_fd_sc_hd__clkbuf_16 | 0 | 114
sky130_fd_sc_hd__nor2_1 | 158 | 105
sky130_fd_sc_hd__a21oi_1 | 99 | 99
sky130_fd_sc_hd__nand4_1 | 92 | 92
sky130_fd_sc_hd__nor3_1 | 76 | 75
sky130_fd_sc_hd__nor2_4 | 5 | 74
sky130_fd_sc_hd__nand3_1 | 48 | 45
sky130_fd_sc_hd__mux2i_1 | 44 | 44
sky130_fd_sc_hd__nor4_1 | 42 | 42
sky130_fd_sc_hd__buf_12 | 0 | 34
sky130_fd_sc_hd__o21ai_0 | 26 | 26
sky130_fd_sc_hd__a222oi_1 | 23 | 23
sky130_fd_sc_hd__diode_2 | 0 | 22
sky130_fd_sc_hd__clkbuf_8 | 0 | 22
sky130_fd_sc_hd__clkinv_2 | 0 | 19
## power groups by stage
stage / combinational (W) / sequential (W) / clock (W)
final: 0.00218 / 0.00679 / 0.00528
after global routing: 0.00232 / 0.00687 / 0.00548
after CTS: 0.00214 / 0.00674 / 0.00530
## logic make-up after synthesis
kind of cell | share of synthesized area, %
and+or+nand+nor | 7.587
DFF | 49.83
buffers and inverters | 3.699
AOI/OAI and AO/OA | 15.31
muxes | 23.57
## how the worst max path moves through the flow
stage / startpoint / endpoint / slack [ps] / depth (start not counted)
6_report: read_addr2[0] / data_out2[12] / 790 / 10
5_1_grt: read_addr2[0] / data_out2[31] / 900 / 9
4_1_cts: read_addr2[0] / data_out2[4] / 1100 / 10
## through the flow
stage | util (%) | cells | hold WS (ps)
after floorplan | - | 4391 | 482.1
after CTS | 59.45 | 6050 | 533.7
after global routing | 59.45 | 6052 | 542.8
after detailed placement | 55.56 | 5846 | 517.7
after global placement | 55.56 | 5846 | 508.8
final | 59.50 | 6072 | 534.4
## final cells by class
cell class	count	area, um2	area share (%)
flip-flops and latches	1024	25620	42.27
multi-input cells	2942	24440	40.31
repair buffers	507	4807	7.929
clock buffers	151	3212	5.298
well taps	1368	1712	2.823
clock inverters	53	754.5	1.244
diodes	22	55.05	0.09081
inverters	5	22.52	0.03715
## layer usage
metal / up-vias / track usage [%]
li1: 17250 / -
met2: 4371 / 67.78
met3: 1487 / 36.08
met4: 31 / 33.50
met1: 22790 / 67.30
met5: - / 2.315
Power and IR drop assume default switching activity.
