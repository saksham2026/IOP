==> flow/run.sh <==
#!/bin/bash
# OpenROAD 26Q1-2900-gdf79404cd8, Yosys 0.63+post, stock flow scripts
make -C /OpenROAD-flow-scripts/flow DESIGN_CONFIG=/design/flow/config.mk WORK_HOME=/design/flow/orfs finish
==> flow/config.mk <==
export PLATFORM = sky130hd
export DESIGN_NAME = control
export DESIGN_NICKNAME = control
export VERILOG_FILES = /design/flow/design.v
export SDC_FILE = /design/flow/constraint.sdc
export NUM_CORES = 4
export LEC_CHECK = 1
export CORE_AREA = 10 10 212 212
export DIE_AREA = 0 0 222 222
==> flow/constraint.sdc <==
current_design control

set clk_period 12.6
set clk_io_pct 0.2

create_clock -name clk0 -period $clk_period

set non_clock_inputs [all_inputs -no_clocks]
set_input_delay [expr $clk_period * $clk_io_pct] -clock clk0 $non_clock_inputs
set_output_delay [expr $clk_period * $clk_io_pct] -clock clk0 [all_outputs]
==> flow/design.v <==
module control(
    input wire [31:0] instruction,  
    input wire [31:0] address_from_pc,  
    output reg [31:0] address_to_pc_from_control,  
    output reg addr_sel_for_pc,  
    output reg write_enable_data_mem,  
    output reg read_enable_data_mem,  
    output reg [31:0] data_to_mem,  
    input wire [31:0] data_from_mem,  
    output reg [31:0] address_for_data_mem,  
    input wire [31:0] data_from_rs1,  
    input wire [31:0] data_from_rs2,  
    output reg write_enable_register_file,  
    output reg read_enable_register_file,  
    output reg [4:0] write_addr_register_file,  
    output reg [4:0] read_addr_rs1,  
    output reg [4:0] read_addr_rs2,  
    output reg [31:0] write_data_rd,  
    output reg [3:0] alu_op,
    output reg [31:0] data_for_alu,  
    output reg sel_for_alu,  
    input wire [31:0] data_from_alu  
);
    reg [31:0] immediate;
    always@(*)
        begin
            case(opcode)
                7'b0010011: immediate <= {{20{instruction[31]}},instruction[31:20]};  
                7'b0010111: immediate <= {instruction[31:12],12'b0};  
                7'b1100011: immediate <= {{20{instruction[31]}},instruction[7],instruction[30:25],instruction[11:8],1'b0};  
                7'b1101111: immediate <= {{12{instruction[31]}}, instruction[19:12], instruction[20], instruction[30:21], 1'b0};  
                7'b1100111: immediate <= { {20{instruction[31]}},instruction[31:20]};  
                7'b0000011: immediate <= { {20{instruction[31]}},instruction[31:20]};  
                7'b0100011: immediate <= { {20{instruction[31]}}, instruction[31:25], instruction[11:7]};  
                7'b0110111: immediate <= {instruction[31:12], 12'b0};  
                default: immediate <= 32'b0;
            endcase
    end
    wire [6:0] opcode;  
    assign opcode = instruction[6:0];
    wire [2:0] funct3;
    assign funct3 = instruction[14:12];
    wire [6:0] funct7;
    assign funct7 = instruction[31:25];
    wire [4:0] rs1;
    assign rs1 = instruction[19:15];
    wire [4:0] rs2;
    assign rs2 = instruction[24:20];
    wire [4:0] rd;
    assign rd = instruction[11:7];
     always@(*)
         begin
                      data_for_alu <= 32'b0;
                      read_addr_rs2 <= rs2;
                      read_addr_rs1 <= rs1;
                      write_addr_register_file <= rd;
                      write_enable_register_file <= 1'b0;
                      read_enable_register_file <= 1'b0;
                      write_data_rd <= 1'b0;
                      sel_for_alu <= 1'b0;  
                      alu_op <= 5'b0;  
                      address_to_pc_from_control <= 32'b0;
                      addr_sel_for_pc <= 1'b0;
                      write_enable_data_mem <= 1'b0;
                      read_enable_data_mem <= 1'b0;
                      address_for_data_mem <= 32'b0;
                      data_to_mem = 32'b0;
             case(opcode)
                 7'b0110011:  
                      begin
                      write_enable_register_file <= 1'b1;
                      read_enable_register_file <= 1'b1;
                      write_data_rd <= data_from_alu;
                      case(funct3)
                          3'b000: begin if(funct7 == 7'b0100000) alu_op <= 4'b0001; else alu_op <= 4'b0000; end  
                          3'b001: alu_op <= 4'b0101;  
                          3'b010: alu_op <= 4'b1001;  
                          3'b011: alu_op <= 4'b1000;  
                          3'b100: alu_op <= 4'b0100;  
                          3'b101: begin if(funct7 == 7'b0100000) alu_op <= 4'b0111; else alu_op <= 4'b0110; end  
                          3'b110: alu_op <= 4'b0011;  
                          3'b111: alu_op <= 4'b0010;  
                          default: alu_op <= 4'b0000;
                      endcase
                      end
                7'b0010011: begin  
                      write_enable_register_file <= 1'b1;
                      read_enable_register_file <= 1'b1;
                      write_data_rd <= data_from_alu;
                      addr_sel_for_pc <= 1'b0;
                      data_for_alu <= immediate;
                      sel_for_alu <= 1'b1;  
                    case(funct3)
                        3'b000: alu_op <= 4'b0000;  
                        3'b100: alu_op <= 4'b0100;  
                        3'b011: alu_op <= 4'b1000;  
                        3'b010: alu_op <= 4'b1001;  
                        3'b110: alu_op <= 4'b0011;  
                        3'b111: alu_op <= 4'b0010;  
                        default: alu_op <= 4'b0000;
                    endcase    
                end
                7'b0010111: begin  
                      write_enable_register_file <= 1'b1;
                      read_enable_register_file <= 1'b0;
                      write_data_rd <= immediate + address_from_pc;
                end
                7'b1100011: begin  
                      read_enable_register_file <= 1'b1;
                    case(funct3)
                        3'b000: begin 
                        if(data_from_rs1 == data_from_rs2) begin 
                        address_to_pc_from_control <= $signed(address_from_pc) + $signed(immediate);
                        addr_sel_for_pc <= 1'b1; 
                        end 
                        else begin 
                        address_to_pc_from_control <= 32'b0; 
                        addr_sel_for_pc <= 1'b0; 
                        end 
                        end  
                        3'b101: begin 
                        if($signed(data_from_rs1) >= $signed(data_from_rs2)) begin 
                        address_to_pc_from_control <= $signed(address_from_pc) + $signed(immediate);
                        addr_sel_for_pc <= 1'b1; 
                        end 
                        else begin 
                        address_to_pc_from_control <= 32'b0; 
                        addr_sel_for_pc <= 1'b0; 
                        end 
                        end  
                        3'b111: begin 
                        if(data_from_rs1 >= data_from_rs2) begin 
                        address_to_pc_from_control <= $signed(address_from_pc) + $signed(immediate);
                        addr_sel_for_pc <= 1'b1; 
                        end 
                        else begin 
                        address_to_pc_from_control <= 32'b0; 
                        addr_sel_for_pc <= 1'b0; 
                        end 
                        end  
                        3'b100: begin if($signed(data_from_rs1) < $signed(data_from_rs2)) begin 
                        address_to_pc_from_control <= $signed(address_from_pc) + $signed(immediate);
                        addr_sel_for_pc <= 1'b1; 
                        end 
                        else begin 
                        address_to_pc_from_control <= 32'b0; 
                        addr_sel_for_pc <= 1'b0; 
                        end 
                        end  
                        3'b110: begin if(data_from_rs1 < data_from_rs2) begin 
                        address_to_pc_from_control <= $signed(address_from_pc) + $signed(immediate);
                        addr_sel_for_pc <= 1'b1; 
                        end 
                        else begin 
                        address_to_pc_from_control <= 32'b0; 
                        addr_sel_for_pc <= 1'b0; 
                        end 
                        end  
                        3'b001: begin if(data_from_rs1 != data_from_rs2) begin 
                        address_to_pc_from_control <= $signed(address_from_pc) + $signed(immediate);
                        addr_sel_for_pc <= 1'b1; 
                        end 
                        else begin 
                        address_to_pc_from_control <= 32'b0; 
                        addr_sel_for_pc <= 1'b0; 
                        end 
                        end  
                        default: address_to_pc_from_control <= address_from_pc;
                    endcase
                end
                7'b1101111: begin  
                      write_enable_register_file <= 1'b1;
                      write_data_rd <= address_from_pc + 4;
                      address_to_pc_from_control <= $signed(address_from_pc) + $signed(immediate);
                      addr_sel_for_pc <= 1'b1;
                end
                7'b1100111: begin  
                      write_enable_register_file <= 1'b1;
                      read_enable_register_file <= 1'b1;
                      write_data_rd <= address_from_pc + 4;
                     address_to_pc_from_control <= $signed(address_from_pc) + $signed(immediate);
                      addr_sel_for_pc <= 1'b1;
                end
                7'b0000011: begin  
                      write_enable_register_file <= 1'b1;
                      read_enable_register_file <= 1'b1;
                      read_enable_data_mem <= 1'b1;
                      address_for_data_mem <= data_from_rs1 + immediate;
                    case(funct3)
                    3'b000: begin
                    write_data_rd <= {{24{data_from_mem[7]}},data_from_mem[7:0]};
                    end  
                    3'b100: begin
                        write_data_rd <= {24'b0,data_from_mem[7:0]};  
                    end  
                    3'b001: begin
                        write_data_rd <= {{16{data_from_mem[15]}},
                        data_from_mem[15:0]};  
                    end
                    3'b101: begin
                        write_data_rd <= {16'b0,data_from_mem[15:0]};  
                    end
                    3'b010: begin
                        write_data_rd <= data_from_mem;  
                    end
                    default:
                        write_data_rd <= 32'b0;
                    endcase
                end
                7'b0100011: begin  
                      read_enable_register_file <= 1'b1;
                      write_enable_data_mem <= 1'b1;
                      address_for_data_mem <= data_from_rs1 + immediate;
                    case(funct3)
                        3'b000: begin
                            data_to_mem <= {{24{data_from_rs2[7]}}
                            ,data_from_rs2[7:0]};  
                        end
                        3'b001: begin
                            data_to_mem <= {{16{data_from_rs2[15]}},
                            data_from_rs2[15:0]};  
                        end
                        3'b010: begin
                            data_to_mem <= data_from_rs2;  
                        end
                        default: data_to_mem <= 32'b0;
                    endcase
                end
                7'b0110111: begin  
                      write_enable_register_file <= 1'b1;
                      write_data_rd <= immediate;
                end
                 default: begin
                      write_enable_register_file <= 1'b0;
                      read_enable_register_file <= 1'b0;
                      write_data_rd <= immediate + address_from_pc;
                      sel_for_alu <= 1'b0;  
                      alu_op <= 5'b0;  
                      address_to_pc_from_control <= 32'b0;
                      addr_sel_for_pc <= 1'b0;
                      write_enable_data_mem <= 1'b0;
                      read_enable_data_mem <= 1'b0;
                      address_for_data_mem <= 32'b0;
                      data_to_mem = 32'b0;
                 end
             endcase
        end
endmodule 
==> reports/results.env <==
OUTCOME='finished clean'
MAX_FREQ_MHz=90.0
FILLERS=4351
GROUTE.LAYER.MET2.USAGE_PCT=34.2
GRT_PASS1_VIAS=11300
TIMING.FINAL.HOLD_VIOLATIONS=0
MOST_NUMEROUS_CELL_IN_THE_YOSYS_NETLIST='nor2_1'
FINAL_LAYOUT_SIZE_SUFFIX_GT1_SHARE_PCT=5.38
CORE_AREA_SQ_MM=0.0400
DIE.SIZE.Y_UM=222
OPENROAD_WARNINGS=32
GRT-OVFL-TOTAL=0
LARGEST_NET_DEGREE_AT_THE_START_OF_GLOBAL_ROUTING=44
ROUTED_LEN_INST_UM=23.3
DIE_WIDTH_UM=222
CP_SLOWEST_STAGE_DELAY_NS=0.93
YS_TOP_CELLS_BY_AREA='ha_1 8.8%, a21oi_1 8.1%, nor2_1 6.4%'
SYNTH.DISTINCT_CELLS=102
TIMING.CRITICAL_PATH.TO='address_for_data_mem[20]'
SYNTHESIS.AREA_SQ_MM=0.00895
WORST_PIN_SLEW_NS=0.793
VIA_PER_INST=5.31
FINALMAXSLEWVIOLATIONS=0
GLOBAL_ROUTE.PEAK_USAGE_LAYER='met2'
RSZ0062_AT_GRT='no'
ANTENNA_LEFT=0
FINISH.INSTANCE_AREA_SQ_MM=0.0130
WORST-ENDPOINT-REQUIRED_NS=10.08
PLACE_AREA_SQ_MM=0.0130
MAX-SLEW-MARGIN-REL_PCT=46.6
CAP_VIOLATIONS=0
CRIT_FAMILY='AND-OR/OR-AND gates'
CTSRESIZECOUNT=0
DIE_AREA_SQ_MM=0.0493
FIN_CRIT_SH_PCT=88.1
TOP_AREA_CELL='ha_1'
SYN_INST=1428
POWER_DENSITY_mW_PER_MM2=24.0
FIN_SETUP_TNS_NS=0
LAYOUT-AREA-OVERHEAD-VS-SYNTH_PCT=45.8
CRIT_ARRIVAL_NS=8.59
CRITICAL_PATH.CELL_CHAIN='clkdlybuf4s50_1, nand2b_4, nor3_2, a22o_1, ha_1, nor2b_1, o31a_1, o21a_1, maj3_1, a221oi_1, nand4_1, a32o_2, or2_1, maj3_2, maj3_2, xnor2_1, nor2_1, clkdlybuf4s50_1'
N_CLOCK_BUFFER=0
FINISH.CELL_COUNT_WITHOUT_FILLERS=2237
STD_CELL_ROWS=73
BUFFERS_PLUS_INVERTERS_ON_THE_WORST_SETUP_PATH=2
N_SEQUENTIAL_CELL=0
CP-END-KIND='primary output'
VIAS=11900
ROUTABILITYCONGESTION=0.955
CTS.REPAIR_TIMING.SETUP_BUFFER_COUNT=0
PLACE.DETAILED.INSTANCES=2236
FIRST_PASS_ITERATION_COUNT_OF_THE_DETAILED_ROUTER=7
GR-USAGE-ALL-LAYERS_PCT=19.9
POWER_LEAKAGE_nW=4.94
PLACE.PORT_BUFFERS=377
WORSTSETUPSTARTPOINT='instruction[5]'
YS_CHIP_AREA_SQ_MM=0.00895
MAX-VDD-IR-DROP_uV=13.8
GLOBAL_ROUTE_WIRE_LENGTH_BEFORE_REPAIR_MM=75.5
CRITICAL-PATH-SLOWEST-CELL='clkdlybuf4s50_1'
CRITICAL_PATH_CELL_COUNT=18
GRT_ANTENNA_BEFORE_REPAIR=5
DRT-INITIAL-DRC-COUNT=1069
FINALSETUPVIOLATIONS=0
WORSTPATHMAXFANOUT=16
REGISTER_AREA_SQ_UM=0
PIN_COUNT=377
CP-START-KIND='input pin'
SYNTH-CELLS-YOSYS=1428
GRT_UTIL_MET1_PCT=25.4
HP-CLASS='input pin to primary output'
FIN_WORST_HOLD_SLACK_NS=5.91
GRT_UTIL_MET3_PCT=4.44
SYNTHESIS.YOSYS.WARNINGS=1
POST-SYNTH-TOP-AREA-FRACTION_PCT=8.81
TIMING_WORST_SETUP_PATH_TYPE='input pin to primary output'
POSTSYNTHAREAPERCELL_SQ_UM=6.27
WL_MM=52.1
YS_SEQ_SHARE_PCT=0
REMAINING_DRC_ERRORS=0
POST_DP_HPWL_MM=43.2
CTS-HOLD-FIX-BUFFERS=0
POST-ROUTE-MIN-PERIOD_NS=11.11
SYNTH.TOP_CELLS.BY_COUNT='153 x nor2_1, 145 x a21oi_1, 141 x nand2_1'
FP-UTILIZATION_PCT=22.4
-- where the power goes --
part / internal, mW / leakage (nW) / total (mW) / switching (mW)
registers: 0 / 0 / 0 / 0
logic: 0.151 / 4.94 / 0.313 / 0.161
clock network: 0.0000000107 / 0.00000634 / 0.0000000107 / 0
-- cell families (layout without fill, tap and decap cells) --
logic type               after synthesis  count (layout)  synth area share (%)
buffers and inverters                199             482                  9.47
AND-OR/OR-AND                        510             510                  39.3
multiplexers                           8               8                 0.895
adder cells (fa/ha/maj)               92              92                  12.4
other                                  0               1                     0
XOR/XNOR                              89              89                  8.71
AND/OR/NAND/NOR                      530             530                  29.2
-- routing by layer --
| metal | routed length (um) | vias to the layer above |
|---|---|---|
| li1 | - | 5799 |
| met1 | 22000 | 5536 |
| met2 | 25300 | 482 |
| met3 | 4030 | 46 |
| met4 | 717 | 8 |
| met5 | 60 | - |
-- worst min path at each step --
stage                              to  depth (start not counted)  slack (ns)      startpoint
6_report  write_addr_register_file[1]                          2        5.91  instruction[8]
5_1_grt   write_addr_register_file[1]                          2        5.93  instruction[8]
4_1_cts   write_addr_register_file[1]                          2        5.91  instruction[8]
-- layout by cell type, fill, tap and decap left out, types with 16 or more instances in the layout --
cell	synthesis	final
a21o_1	31	31
a21oi_1	145	145
a221oi_1	17	17
a22o_1	18	18
a31oi_1	31	31
and2_1	47	47
and3_1	21	21
buf_4	20	30
clkdlybuf4s50_1	0	377
ha_1	63	63
inv_1	73	73
maj3_1	20	20
nand2_1	141	141
nand3_1	32	32
nand4_1	21	21
nor2_1	153	151
nor3_1	25	25
o21ai_0	94	94
o221ai_1	16	16
xnor2_1	58	58
xor2_1	31	31
-- stage by stage --
stage	worst slack, ns	util, %	power (mW)
after floorplan	3.37	-	0.154
after global placement	1.76	32.6	0.310
after detailed placement	1.63	32.6	0.311
after CTS	1.62	32.6	0.313
after global routing	1.29	32.6	0.340
final	1.49	32.6	0.313
-- area by class of cell --
class                      count  area, sq um  share of cell area (%)
antenna                        1         2.50                  0.0192
multi-input combinational   1229         8110                    62.1
tap                          525          657                    5.03
inverter                      75          282                    2.16
timing repair buffer         407         4000                    30.6
Power figures rest on the tool's default switching activity, not on a simulated workload.
